$ cat design/flow/config.mk
export PLATFORM = sky130hd
export DESIGN_NAME = HalfAdder
export DESIGN_NICKNAME = HalfAdder
export VERILOG_FILES = /design/flow/design.v
export SDC_FILE = /design/flow/constraint.sdc
export NUM_CORES = 4
export LEC_CHECK = 1
export CORE_AREA = 10 10 70 70
export DIE_AREA = 0 0 80 80
$ cat design/flow/constraint.sdc
current_design HalfAdder

set clk_period 5.1
set clk_io_pct 0.2

create_clock -name clk0 -period $clk_period

set non_clock_inputs [all_inputs -no_clocks]
set_input_delay [expr $clk_period * $clk_io_pct] -clock clk0 $non_clock_inputs
set_output_delay [expr $clk_period * $clk_io_pct] -clock clk0 [all_outputs]
$ cat design/flow/design.v
`timescale 1ns/1ps
module HalfAdder(a, b, c_out, sum);
    input  [7:0] a;
    input  [7:0] b;
    output       c_out;
    output [7:0] sum;
    assign {c_out, sum} = a + b; 
endmodule  
$ cat design/flow/run.sh
#!/bin/bash
# OpenROAD 26Q1-2900-gdf79404cd8, Yosys 0.63+post, stock flow scripts
make -C /OpenROAD-flow-scripts/flow DESIGN_CONFIG=/design/flow/config.mk WORK_HOME=/design/flow/orfs finish
==> notes.md <==
impl run done, here's what came out: Chip Area, Yosys=324 um2, share of total power in the clock network=0, synthesis-to-layout area growth=95.0%, Int Power=47.8 uW, area of combinational cells with multiple inputs=313 um2, global-route wire length before repair=1710 um, fraction of power spent switching nets=0.345, Post-route DRC=0, share of synthesized area spent on multiplexers=0.0309, maximum resistive drop on vdd=0.0000462 V, pin slew with the least headroom to its limit=0.347 ns, kind of start point of the critical path=input port, via/cell ratio=3.52, type of the setup path with the least slack=input port to output pin, initial antenna violation count=0, number of unique standard cell types used by synthesis=20, GRT Total Usage=0.0317, total setup violations reported at the end of the flow=0, largest area contributor in the netlist=sky130_fd_sc_hd__ha_1, chip footprint=0.00640 mm2, number of rows in the core area=21, Simple-Gate Area Share=0.178, sequential-to-total area share from yosys stat=0, number of diodes added for antenna fixing=0, Initial DRC Count=27, CP max-delay cell=sky130_fd_sc_hd__clkdlybuf4s50_1, Worst EP arrival=3.11 ns, core box area=0.00342 mm2, Post-CTS Setup Bufs=0, starting utilization of the core area=0.0949, XOR/XNOR share of the synthesized area=0.108, number of buffers inserted for hold repair after clock tree synthesis=0, most area-consuming cells after synthesis=sky130_fd_sc_hd__ha_1 31%, sky130_fd_sc_hd__a21oi_1 7.7%, sky130_fd_sc_hd__a311o_1 6.2%, Seq pwr share=0, number of warning messages in the logs=32, Max stage delay on crit path=0.49 ns, P_sw=25.2 uW, post-CTS sizing=0, category of cells accounting for the largest share of critical-path delay=buffers and inverters, largest fanout on the critical path=2, CP cell instances=clkdlybuf4s50_1, ha_1, fa_1, a21oi_1, nor2_1, nor2_1, xnor2_1, clkdlybuf4s50_1, Slew HR=0.762, quantity of I/O buffers inserted on ports=25, instance count of the mapped netlist=42, cells in synth_stat.txt=42, area fraction in full adders, half adders and majority gates=0.371, length of the first detailed-routing pass in iterations=3, number of global-route vias before repair=379, HPWL after detailed placement=1020 um, result of the run=completed, count of final max-slew check failures=0, setup TNS after final layout=0 ns, most frequently used cell type in the post-synthesis netlist=sky130_fd_sc_hd__ha_1, Hold Path Depth=3, kind of end point of the critical path=output pin, fraction of final layout cells sized beyond drive strength 1=0.0149, power density normalized to cell area=116 mW/mm2, Worst Hold Endpoint=sum[0], Critical Path RT=4.08 ns, num sequential=0, top area contributor share=0.309, post-synthesis compound-gate area fraction=0.278, GPL Wtd Cong=0.742, Leak=0.000255 uW, Fmax achieved=242 MHz, most common library cells after synthesis=8 x sky130_fd_sc_hd__ha_1, 5 x sky130_fd_sc_hd__a21oi_1, 3 x sky130_fd_sc_hd__nand2_1, final number of hold-violating endpoints=0, Dominant combinational family=adder cells, sequential cell area=0 um2, Max-cap violations=0, min-delay src=b[0], RSZ-0062 raised after global routing=no, post-layout min period=4.13 ns, count of fill cells added during filler insertion=382, I/O pin count=25, yosys warns=0, logic gate share of total power=1.000, count of clock buffers in the final design=0, syn_area_per_cell=7.72 um2, final cell utilization of the core=0.185, die extent in y=80 um, detailed-route wire length per cell=9.82 um, global-route congestion overflow total=0, post-layout period usage=0.810, total number of vias=398, class of the tightest hold or removal check=input port to output pin, number of routed nets with antenna violations=0, sum of routed wire length over all layers=1110 um, largest net degree at the start of global routing=7, area of the mapped netlist=324 um2, die span in x=80 um, Buf/Inv on CP=2
[per-stage QoR]
| stage | cell area (um2) | instances | hold WS [ns] | setup WS (ns) | total power [uW] |
|---|---|---|---|---|---|
| after global placement | 632 | 113 | 3.08 | 0.970 | 73.2 |
| after CTS | 632 | 113 | 3.08 | 0.939 | 74.8 |
| after floorplan | 324 | 42 | 2.11 | 2.01 | 29.1 |
| after detailed placement | 632 | 113 | 3.08 | 0.960 | 74.0 |
| after global routing | 632 | 113 | 3.10 | 0.831 | 81.5 |
| final | 632 | 113 | 3.07 | 0.969 | 73.0 |
[how the worst max path moves through the flow]
stage / start / end / slack (ns) / cells past startpoint
after CTS: a[0] / sum[6] / 0.94 / 8
after global routing: a[4] / sum[7] / 0.83 / 7
final: a[0] / sum[6] / 0.97 / 8
[power groups by stage]
stage	logic (uW)	registers [uW]	clock network (uW)
CTS	74.8	0	0
global route	81.5	0	0
finish	73.0	0	0
[final cells by class]
type,instances,area share
multi-input cells,39,0.495
repair buffers,25,0.396
well taps,46,0.0911
inverters,3,0.0178
[cell usage in the layout, fill, tap and decap left out, types with 2 or more instances in the layout]
master	count
sky130_fd_sc_hd__a21o_1	2
sky130_fd_sc_hd__a21oi_1	5
sky130_fd_sc_hd__a311o_1	2
sky130_fd_sc_hd__clkdlybuf4s50_1	25
sky130_fd_sc_hd__ha_1	8
sky130_fd_sc_hd__inv_1	2
sky130_fd_sc_hd__nand2_1	3
sky130_fd_sc_hd__nand3_1	2
sky130_fd_sc_hd__nor2_1	2
sky130_fd_sc_hd__nor2b_1	2
sky130_fd_sc_hd__nor3_1	2
sky130_fd_sc_hd__xnor2_1	2
sky130_fd_sc_hd__xor2_1	2
[per-layer routing]
metal  track usage  vias to the layer above  routed length (um)
li1              -                      212                   -
met1        0.0491                      170                 588
met2        0.0425                       16                 421
met3        0.0114                        0                 100
met4             0                        0                   0
met5             0                        -                   0
[kinds of logic after synthesis]
group / after synthesis
AND/OR/NAND/NOR: 12
buffers and inverters: 3
AND-OR/OR-AND: 13
XOR/XNOR: 4
multiplexers: 1
adder cells (fa/ha/maj): 9
Power and IR drop assume default switching activity.
