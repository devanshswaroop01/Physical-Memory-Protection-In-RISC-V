--- design/flow/design.v ---
`timescale 1ns/1ps
module FlipFlop(clk, reset, d, q);
    input       clk;
    input       reset;
    input [7:0] d;
    output reg [7:0] q;
    always @(posedge clk) begin
        if (reset) begin
            q <= 8'b0;    
        end
        else begin
            q <= d;       
        end
    end
endmodule  
--- design/flow/run.sh ---
#!/bin/bash
# OpenROAD 26Q1-2900-gdf79404cd8, Yosys 0.63+post, stock flow scripts
make -C /OpenROAD-flow-scripts/flow DESIGN_CONFIG=/design/flow/config.mk WORK_HOME=/design/flow/orfs finish
--- design/flow/config.mk ---
export PLATFORM = sky130hd
export DESIGN_NAME = FlipFlop
export DESIGN_NICKNAME = FlipFlop
export VERILOG_FILES = /design/flow/design.v
export SDC_FILE = /design/flow/constraint.sdc
export NUM_CORES = 4
export LEC_CHECK = 1
export CORE_AREA = 10 10 70 70
export DIE_AREA = 0 0 80 80
--- design/flow/constraint.sdc ---
current_design FlipFlop

set clk_period 1.0
set clk_io_pct 0.2

create_clock -name clk0 -period $clk_period [get_ports {clk}]

set non_clock_inputs [all_inputs -no_clocks]
set_input_delay [expr $clk_period * $clk_io_pct] -clock clk0 $non_clock_inputs
set_output_delay [expr $clk_period * $clk_io_pct] -clock clk0 [all_outputs]
==> impl_metrics.yaml <==
# flow metrics
worst_hold_path:
  hold_path_startpoint: "d[3]"
  hold_path_class: "in -> reg"
  holdPathStages: 2
  hold_path_end: "q[3]$_SDFF_PP0_"
timing:
  report.final.setup_viol: 0
  fmaxAchievable_mhz: 1030
  report.final.slew_viol_count: 0
  timing.setup.tns_ps: 0
  layout_min_cycle_time_ps: 971.0
  timing.max_slew.rel_slack: 0.8201
  final.period_utilization: 0.9710
  hold_viol_final: 0
  worst-slew-pin-transition_ps: 269.0
  post-route-worst-setup-slack_ps: 28.95
  grt_setup_unrepaired: "false"
global_route:
  largest_net_degree_at_the_start_of_global_routing: 9
  globalRouteOverflowTotal: 0
  grt_first_pass_wirelength_microns: 972
  vias_in_the_first_global_route: 195
  grt_antenna_before_repair: 0
  aggregate_global_route_resource_usage: 0.01998
detailed_routing:
  overall_via_count_from_detail_route: 173
  vias_per_cell: 2.110
  post-route-drc-count: 0
  detail_route.wl_per_cell_microns: 8.500
  detail-route-antenna-nets: 0
  routed_wl_microns: 697
  route.antenna.diode_count: 0
  dr.pass1.iters: 1
  initialDrtViolationCount: 0
worst_setup_path:
  setup.worst_path.end_class: "output port"
  critPathBufInv: 1
  timing.critical_path.cells: "dlygate4sd2_1"
  critical_path_class: "reg -> out"
  crit_path_top_delay_cell: "dfxtp_1"
  cp-start-kind: "register"
  arrival_ps: 770
  cpLargestDelayFamily: "flip-flops"
  crit_fanout: 1
  crit_path_max_incr_delay_ps: 290
  cp.required_ps: 800
synth:
  sequential_share_of_the_synthesized_area: 0.7619
  netlist_top_cells_area: "dfxtp_1 (76%), nor2b_1 (24%)"
  ys_dominant_reg_cell: "dfxtp_1"
  yosys_warnings: 1
  async_flop_share: 0
  synth.ff_latch_count: 8
  synth_largest_type_area_fraction: 0.7619
  yosys_cells: 16
  netlist_area_sq_um: 210.2
  cell_type_with_the_highest_aggregate_area_in_the_netlist: "dfxtp_1"
  post_synth_most_frequent_cells: "dfxtp_1 (8), nor2b_1 (8)"
  yosysUniqueCellTypes: 2
  post_synth_inst_count: 16
  yosys-stat-area_sq_um: 210.2
  synth_area_per_cell_sq_um: 13.14
  edf_count: 0
power_and_ir_drop:
  pwr_density_nw_per_um2: 1392
  worst_ir_drop_vdd_mv: 0.2301
  leakagePower_uw: 0.0001812
die:
  fp.dieH_microns: 80
  floorplan.die_area_sq_um: 6400
  fp_util: 0.06154
  chipWidth_microns: 80
  top_level_ports: 18
  core-area_sq_um: 3416
  row_count: 21
cells_and_area:
  share_of_final_layout_standard_cells_stronger_than_drive_strength_1: 0.1389
  syn_to_final_growth_pct: 117.3
  largest_registers: "q: 8 flops"
  largest_register: "q"
  final_util: 0.1337
  design_area_sq_um: 456.7
  largest_register_ff_count: 8
  fin_cells: 82
cts:
  cts_htree_levels: 1
  tritoncts_num_sinks: 8
  clk_path_buf_depth: 2
  cts.clk_slew.worst_paths_ps: 50
  postCtsHoldBufs: 0
  postCtsSetupBuffers: 0
  cts_made_buffers: 3
  clock_tree_from_tritoncts: "built"
  root_buffer: "clkbuf_4"
  total_of_cells_resized_after_clock_tree_synthesis: 8
run_status:
  outcome: "complete, no violations"
placement:
  gp_congestion: 0.6987
  cell_count_after_placement: 79
  worst_setup_slack_before_clock_tree_synthesis_ps: -20.20
  placement.io_buffers: 17
  placedInstanceArea_sq_um: 437.9
flow_run:
  max_cap_viol_count: 0
  openroad.warnings: 25
[report_power, final]
part / leakage, uW / switching, uW / internal, uW
clock network: 0.0000138 / 89.1 / 136
logic: 0.000100 / 14.3 / 54.9
registers: 0.0000672 / 3.99 / 338
total: 0.000181 / 107 / 528
[per-layer routing]
layer | vias up | track usage | routed length, microns
met3 | 2 | 0.005682 | 16
li1 | 89 | - | -
met4 | 0 | 0.01056 | 19
met2 | 6 | 0.04013 | 446
met1 | 76 | 0.01678 | 216
met5 | - | 0 | 0
[worst max path at each step]
stage	end	start	slack, ps	cells after the start
global route	q[3]	q[3]$_SDFF_PP0_	0.8	1
finish	q[4]	q[4]$_SDFF_PP0_	30	1
CTS	q[0]	q[0]$_SDFF_PP0_	9	1
[cell usage in the layout (no fill, tap or decap)]
master           n
clkbuf_4         3
clkdlybuf4s15_1  3
clkdlybuf4s50_1  9
dfxtp_1          6
dfxtp_2          2
dlygate4sd2_1    5
nor2b_1          8
[kinds of logic after synthesis]
family,share of synthesized area
DFF,0.7619
and+or+nand+nor,0.2381
[stage by stage]
| stage | total power, uW | hold slack, ps |
|---|---|---|
| 3_3_place_gp | 427.8 | 766.3 |
| 5_1_grt | 668.7 | 498.8 |
| 3_5_place_dp | 428.1 | 767.0 |
| 4_1_cts | 645.6 | 505.9 |
| 2_1_floorplan | 352.8 | 271.6 |
| 6_report | 635.9 | 513.2 |
[area by class of cell]
cell class	count	area, sq um
clock buffer	3	22.52
fill	398	2959
multi-input combinational	8	50.05
sequential	8	162.7
tap	46	57.56
timing repair buffer	17	163.9
Power and IR drop assume default switching activity.
